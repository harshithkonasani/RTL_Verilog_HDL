<file path="design/flow/run.sh">
#!/bin/bash
# OpenROAD 26Q1-2900-gdf79404cd8, Yosys 0.63+post, stock flow scripts
make -C /OpenROAD-flow-scripts/flow DESIGN_CONFIG=/design/flow/config.mk WORK_HOME=/design/flow/orfs finish
</file>
<file path="design/flow/config.mk">
export PLATFORM = sky130hd
export DESIGN_NAME = moore_1110_fsmd
export DESIGN_NICKNAME = moore_1110_fsmd
export VERILOG_FILES = /design/flow/design.v
export SDC_FILE = /design/flow/constraint.sdc
export NUM_CORES = 4
export LEC_CHECK = 1
export CORE_AREA = 10 10 110 110
export DIE_AREA = 0 0 120 120
</file>
<file path="design/flow/constraint.sdc">
current_design moore_1110_fsmd

set clk_period 3.0
set clk_io_pct 0.2

create_clock -name clk0 -period $clk_period [get_ports {clk}]

set non_clock_inputs [all_inputs -no_clocks]
set_input_delay [expr $clk_period * $clk_io_pct] -clock clk0 $non_clock_inputs
set_output_delay [expr $clk_period * $clk_io_pct] -clock clk0 [all_outputs]
</file>
<file path="design/flow/design.v">
`timescale 1ns / 1ps
  module moore_1110_fsmd(
    input d_in,
    input clk,rst,
    output reg y_out,
    input [32-1:0] bit_in,
    output reg [32-1:0] bit_out
    );
    parameter s0 = 3'b000;
    parameter s1 = 3'b001;
    parameter s2 = 3'b010;
    parameter s3 = 3'b011;
    parameter s4 = 3'b100;
    reg [2:0] ps,ns;
    always @(posedge clk, negedge rst)
    begin
    if(~rst)
        ps <= s0;
    else
        ps <= ns;
     end
     always @(*)
     begin
        case(ps)
            s0 : begin
                    if(d_in)
                      ns = s1;
                    else
                       ns = s0;
                  end
             s1 : begin
                    if(d_in)
                        ns = s2;
                    else
                        ns = s0;
                   end
             s2 : begin
                    if(d_in)
                        ns = s3;
                    else
                        ns = s0;
                    end
              s3   : begin
                        if(~d_in)
                            ns = s4;
                        else
                            ns = s3;
                     end
              s4   : begin
                        if(d_in)
                            ns = s1;
                        else
                            ns = s0;
                     end
              default : ns = s0;
           endcase
       end
 always @(*)
 begin
    case(ps)
        s0 : y_out = 0;
        s1 : y_out = 0;
        s2 : y_out = 0;
        s3 : y_out = 0;
        s4 : y_out = 1;
        default : y_out = 0;
     endcase
 end  
 always @(posedge clk, negedge rst)
 begin
    if(~rst)
        bit_out <= 0;
    else if(y_out)
            bit_out <= bit_in;
  end
endmodule
</file>
==> flow_summary.ini <==
; synthesis and place-and-route metrics
[outcome]
status = finished, final reports clean

[grt]
grt_pass1_vias = 992
overflow = 0
grt_pass1_wl_um = 5590
grt_usage = 0.0480
antenna_found_initial = 0
grt_start_max_net_pins = 38

[final_timing]
rsz0062_at_grt = false
hold_viol = 0
setup_slack_ns = 1.24
finalSetupViolCount = 0
fin_skew_ns = 0.00812
slew_violations = 0
fmax_mhz = 568
min_period_ns = 1.76
fin_tns_setup_ns = 0
worst_pin_slew_ns = 0.488
timing.hold.ws_ns = 0.360
fin_crit_sh = 0.587
slew_headroom = 0.674

[clocking]
cts_resized = 0
cts_buffers = 5
hold_buffers = 0
cts_tree = built
clock-root-buffer = clkbuf_8
cts_buffer_depth = 2
cts_max_level = 2
worstSkewPairLatency_ns = 0.28
post_cts_buffers = 0
path_clk_slew_ns = 0.08
cts_sinks = 37

[synth]
ys_chip_area_mm2 = 0.00138
ys_sh_adder = 0
synth.top_cell.area_share = 0.655
yosysUniqueCellTypes = 9
yosysCellCount = 79
synth.area.mux_share = 0.262
syn_avg_cell_area_um2 = 17.4
syn_inst = 79
syn_area_mm2 = 0.00138
synth_flops = 37
yosys_warnings = 1
ys_top_cells_by_area = dfrtp_1 (65%), mux2_2 (26%), buf_6 (3.3%)
ys_sh_simple = 0.0209
aoi_share = 0.0109
largest_area_cell = dfrtp_1
topCombFamilyByArea = multiplexers
ys_seq_frac = 0.674
xor_share = 0

[critical_path]
start_kind = register
worstSetupPathType = reg2out
endpoint_kind = primary output
critPathSlowestCell = clkdlybuf4s50_1
crit_fanout = 2
r2r_cells = 2
rrSetupSlack_ns = 1.71
crit_family = buffers and inverters
crit_buf_inv = 1
required_ns = 2.40
crit_arrival_ns = 1.16
slowest_delay_ns = 0.50
reg2reg_to = bit_out[3]
r2r_start = ps[1]
crit_chain = clkdlybuf4s50_1

[routing]
drcViolationCount = 0
viasPerCell = 3.23
wl_met3_um = 337
dr_total_vias = 920
wl_met2_um = 1600
topRoutingLayerUsed = met4
ant_nets = 0
num_antenna_cells = 0
dr.pass1.iters = 2
wl_per_cell_um = 12.3
wl_um = 3520
met1Wirelength_um = 1570
drtIter0Drc = 21

[worst_hold_path]
hold_class = in2async

[floorplan]
std_cell_rows = 36
fp_util = 0.141
die_y_um = 120
die_w_um = 120
core_area_mm2 = 0.00977
boundaryPins = 68
die_area_mm2 = 0.0144

[power]
finalPower_mw = 1.66
vdd_ir_drop_max_uv = 190
power_density_mw_per_mm2 = 735
p_leak_nw = 0.946

[flow_run]
drv_cap = 0
warning_count = 25

[finish]
area_growth_pct = 64.3
fillers = 1044
final_cell_area_mm2 = 0.00226
instances_no_fill = 285
drive_gt1_frac = 0.289
post-route-util = 0.231

[place]
port_buffers = 67
dpl.hpwl_um = 2590
dp_worst_setup_slack_ns = 1.52
place_congestion = 0.740
place_inst = 277
placed_cell_area_mm2 = 0.00218
## where the power goes
part	internal, mW	switching [mW]	total, mW
clock network	0.161	0.183	0.344
logic	0.455	0.0941	0.549
registers	0.682	0.0858	0.767
total	1.30	0.363	1.66
## layout make-up
| type | instances | area [um^2] | share of cell area |
|---|---|---|---|
| Sequential cell | 37 | 927 | 0.410 |
| Timing Repair Buffer | 69 | 681 | 0.301 |
| Multi-Input combinational cell | 38 | 404 | 0.179 |
| Tap cell | 133 | 166 | 0.0736 |
| Clock buffer | 6 | 72.6 | 0.0321 |
| Clock inverter | 2 | 10.0 | 0.00443 |
## worst max-delay path by stage
stage,to,startpoint,cells past startpoint
final,bit_out[18],bit_out[18],1
after global routing,bit_out[18],bit_out[18],1
after CTS,bit_out[18],bit_out[18],1
## layer usage
metal / up-vias / global-route usage
met1: 455 / 0.0631
met2: 40 / 0.0726
li1: 423 / -
met4: 0 / 0.00528
met3: 2 / 0.0233
met5: - / 0
## cells in the mapped netlist, drive strengths merged
library cell,n
nor4,1
dfrtp,36
mux2,32
and2,1
nor2,1
dfstp,1
buf,4
nor2b,1
o21a,2
## kinds of logic after synthesis
kind of cell	Yosys count
AOI/OAI and AO/OA	2
buffers and inverters	4
DFF	37
muxes	32
and+or+nand+nor	4
## placed cells by master (no fill, tap or decap), drive strengths merged
master | synthesis | routed
clkbuf | 0 | 6
nor2b | 1 | 1
nor4 | 1 | 1
mux2 | 32 | 32
clkdlybuf4s50 | 0 | 66
dfrtp | 36 | 36
nor2 | 1 | 1
o21a | 2 | 2
clkinv | 0 | 2
and2 | 1 | 1
dfstp | 1 | 1
buf | 4 | 3
## flip-flops by register name (all words and copies together) (netlist names)
register / count
bit_out: 32
ps: 5
Power and IR drop assume default switching activity.
