<file path="design/flow/config.mk">
export PLATFORM = sky130hd
export DESIGN_NAME = dual_port_memory
export DESIGN_NICKNAME = dual_port_memory
export VERILOG_FILES = /design/flow/design.v
export SDC_FILE = /design/flow/constraint.sdc
export NUM_CORES = 4
export LEC_CHECK = 1
export CORE_UTILIZATION = 30
</file>
<file path="design/flow/constraint.sdc">
current_design dual_port_memory

set clk_period 2.5
set clk_io_pct 0.2

create_clock -name clk0 -period $clk_period [get_ports {clk}]

set non_clock_inputs [all_inputs -no_clocks]
set_input_delay [expr $clk_period * $clk_io_pct] -clock clk0 $non_clock_inputs
set_output_delay [expr $clk_period * $clk_io_pct] -clock clk0 [all_outputs]
</file>
<file path="design/flow/design.v">
`timescale 1ns / 1ps
module dual_port_memory #(parameter data_size = 8, address = 4)(
    input clk,
    input [address-1:0] address_in0, address_in1,
    input write_en0, read_en0,cs0,write_en1, read_en1,cs1,
    inout [data_size-1:0] data_io0,
    inout [data_size-1:0] data_io1
    );
    reg [data_size-1:0]memory[0:15];
    reg [data_size-1:0] temp1;
    reg [data_size-1:0] temp2;
 always @(posedge clk)
 begin  
        if(cs0 && write_en0)
            memory[address_in0] <= data_io0;
end
always @(posedge clk)
begin
        if (cs0 && ~write_en0 && ~read_en0) 
             temp1  <= memory[address_in0];
end
       assign data_io0  = (cs0 && ~write_en0 && read_en0)?temp1:8'bzzzz_zzzz;
always @(posedge clk)
 begin  
        if(cs1 && write_en1)
            memory[address_in1] <= data_io1;
end
always @(posedge clk)
begin
        if (cs1 && ~write_en1 && ~read_en1) 
             temp2  <= memory[address_in1];
end
       assign data_io1  = (cs1 && ~write_en1 && read_en1)?temp2:8'bzzzz_zzzz;
endmodule
</file>
<file path="design/flow/run.sh">
#!/bin/bash
# OpenROAD 26Q1-2900-gdf79404cd8, Yosys 0.63+post, stock flow scripts
make -C /OpenROAD-flow-scripts/flow DESIGN_CONFIG=/design/flow/config.mk WORK_HOME=/design/flow/orfs finish
</file>
==> metrics.csv <==
metric,value,unit
logic_family,multiplexers,
yosysWarningCount,3,
outcome,stopped before the end,
synth_top_area_share,52.84,%
synth_seq_share,52.84,%
ys_cells,491,
row_count,60,
syn_avg_cell_area,16.67,µm²
cts_inserted_buffers,17,
ys_ff,144,
dp.cells,857,
ys_sh_simple,4.480,%
synth_chip_area,8183,µm²
hold_buffers,0,
error,"[error] [KeplerFormal.cpp:679] Workflow failed: Iso has multiple drivers: .data_io00, data_io0[0]$_DFFE_PP_.Q0",
lastStage,clock tree synthesis,
synth_area_leader_cell,edfxtp_1,
yosys.area_share.xor_xnor,0,%
synthDistinctLibCells,29,
clock-root-buffer,clkbuf_16,
ios,31,
synthCells,491,
ctsLongestPathBuffers,2,
muxShareOfSynthArea,35.92,%
dp_hpwl,15810,µm
synthAdderAreaFrac,0,%
topCellsByArea,"edfxtp_1 (53%), mux4_2 (18%), mux2_2 (15%)",
place.gp.congestion,0.8965,
die_w,167.2,µm
fp.dieH,167.2,µm
floorplan.core_util,30.45,%
h-tree-depth,4,
portBuffers,14,
clkSinkCount,144,
synthesis.area,8183,µm²
aoi_share,4.083,%
cts_setup_buffers,0,
ctsResizeCount,0,
## cells in the mapped netlist (all sizes together)
| master | number |
|---|---|
| nor3b | 2 |
| nand4 | 2 |
| or2 | 1 |
| nor2 | 12 |
| and4bb | 1 |
| and2 | 2 |
| clkbuf | 24 |
| a22oi | 32 |
| nand2 | 20 |
| or3 | 3 |
| mux2 | 128 |
| o21bai | 1 |
| edfxtp | 144 |
| o21ai | 6 |
| nor2b | 5 |
| nand2b | 7 |
| buf | 24 |
| o22ai | 9 |
| nand4b | 4 |
| mux4 | 64 |
## kinds of logic after synthesis
kind of cell,after synthesis
muxes,192
DFF,144
and+or+nand+nor,59
AOI/OAI and AO/OA,48
buffers and inverters,48
## metrics by stage
stage	setup WS, ns	instance area [µm²]
3_5_place_dp	0.04231	9116
3_3_place_gp	0.05568	9116
2_1_floorplan	0.1740	8183
