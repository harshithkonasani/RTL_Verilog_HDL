[flow/constraint.sdc]
current_design top

set clk_period 4.9
set clk_io_pct 0.2

create_clock -name clk0 -period $clk_period [get_ports {clk}]

set non_clock_inputs [all_inputs -no_clocks]
set_input_delay [expr $clk_period * $clk_io_pct] -clock clk0 $non_clock_inputs
set_output_delay [expr $clk_period * $clk_io_pct] -clock clk0 [all_outputs]
[flow/run.sh]
#!/bin/bash
# OpenROAD 26Q1-2900-gdf79404cd8, Yosys 0.63+post, stock flow scripts
make -C /OpenROAD-flow-scripts/flow DESIGN_CONFIG=/design/flow/config.mk WORK_HOME=/design/flow/orfs finish
[flow/design.v]
`timescale 1ns / 1ps
module alu #
(
     parameter DATA_WIDTH = 8,
     parameter ADDR_WIDTH = 4
)
(
     input [DATA_WIDTH-1:0]a_in_temp,
     input [DATA_WIDTH-1:0]b_in_temp,
     input [ADDR_WIDTH-1:0]opcode_temp,
     input clk, rst,
     output [DATA_WIDTH-1:0]data_out_temp,
     output carry_out_temp
);
 reg [DATA_WIDTH:0]res_temp;
 always@(*)
 begin
    case(opcode_temp)
         4'b0000 : res_temp = a_in_temp;
         4'b0001 : res_temp = a_in_temp + b_in_temp;
         4'b0010 : res_temp = a_in_temp + b_in_temp + 1;
         4'b0011 : res_temp = a_in_temp - b_in_temp;
         4'b0100 : res_temp = a_in_temp - b_in_temp - 1;
         4'b0101 : res_temp = a_in_temp + 1;
         4'b0110 : res_temp = a_in_temp - 1;
         4'b0111 : res_temp = b_in_temp;
         4'b1000 : res_temp = a_in_temp | b_in_temp;
         4'b1001 : res_temp = a_in_temp ^ b_in_temp;
         4'b1010 : res_temp = a_in_temp & b_in_temp;
         4'b1011 : res_temp = ~a_in_temp;
         default : res_temp = 0;
    endcase
 end
 assign {carry_out_temp,data_out_temp} = res_temp;
endmodule
`timescale 1ns / 1ps
module memory #
(
 parameter DATA_WIDTH = 8,
 parameter ADDR_WIDTH = 4
)
(
 input clk,
 input CS,wr_en,
 input [DATA_WIDTH-1:0] data_in,
 input [ADDR_WIDTH-1:0] addr_in,
 output [DATA_WIDTH-1:0] data_out
);
 reg [DATA_WIDTH-1:0]memory[0:15];
 reg [DATA_WIDTH-1:0]temp_reg;
 always@(posedge clk)
 begin
     if(CS && wr_en)
         memory[addr_in]<=data_in;
end
 always@(posedge clk)
 begin
     if(CS && !wr_en)
         temp_reg<=memory[addr_in];
 end
 assign data_out = (CS&&!wr_en)?temp_reg:{DATA_WIDTH{1'b0}};
endmodule
`timescale 1ns / 1ps
module top #
(
 parameter DATA_WIDTH = 8,
 parameter ADDR_WIDTH = 4
)
(
 input clk,
 input reset_n,
 input [ADDR_WIDTH-1:0]opcode_in,
 input CS_0,CS_1,
 input wr_en_0,wr_en_1,
 input [ADDR_WIDTH-1:0]addr_in_0,addr_in_1,
 input [DATA_WIDTH-1:0]a_in,
 input [DATA_WIDTH-1:0]b_in,
 output reg carry_out,
 output reg [DATA_WIDTH-1:0]result_out
);
 wire [DATA_WIDTH-1:0]data_out_0,data_out_1;
 wire [DATA_WIDTH-1:0]data_out_temp;
 wire carry_out_temp;
 reg [ADDR_WIDTH-1:0]opcode_temp;
 memory ram_0(
     .clk(clk),
     .CS(CS_0),
     .wr_en(wr_en_0),
     .data_in(a_in),
     .addr_in(addr_in_0),
     .data_out(data_out_0)
);
 memory ram_1(
     .clk(clk),
     .CS(CS_1),
     .wr_en(wr_en_1),
     .data_in(b_in),
     .addr_in(addr_in_1),
     .data_out(data_out_1)
);
 always@(posedge clk,negedge reset_n)
 begin
    if(!reset_n)
        opcode_temp <= 4'd0;
    else
        opcode_temp <= opcode_in;
 end
 alu alu0(
     .a_in_temp(data_out_0),
     .b_in_temp(data_out_1),
     .opcode_temp(opcode_temp),
     .data_out_temp(data_out_temp),
     .carry_out_temp(carry_out_temp)
);
always@(posedge clk,negedge reset_n)
 begin
    if(!reset_n)
        {carry_out,result_out} <= 0;
    else
        {carry_out,result_out} <= {carry_out_temp,data_out_temp};
 end 
endmodule
[flow/config.mk]
export PLATFORM = sky130hd
export DESIGN_NAME = top
export DESIGN_NICKNAME = top
export VERILOG_FILES = /design/flow/design.v
export SDC_FILE = /design/flow/constraint.sdc
export NUM_CORES = 4
export LEC_CHECK = 1
export CORE_UTILIZATION = 40
==> ci_impl_report.md <==
### Metrics collected by this job

| Metric | Value |
|---|---|
| Status | `finished, final reports clean` |
| Setup slack, reg-to-reg | `1.26 ns` |
| Clock Skew | `0.0110 ns` |
| CTS sink count | `285` |
| Most instantiated logic cell after routing | `edfxtp_1` |
| Minimum clock period | `3.82 ns` |
| Met1 GRT Util | `28.6%` |
| Mapped Cells | `778` |
| Initial antenna violation count | `0` |
| Vias in the first global route | `7065` |
| Synth Register Bits | `285` |
| Final WL | `26100 microns` |
| I/O pins | `43` |
| # hold bufs at CTS | `0` |
| Max-cap violations | `0` |
| ANT cells | `0` |
| Seq/Total Area, Yosys | `64.9%` |
| Setup TNS | `0 ns` |
| Max clock buf depth | `3` |
| DRC Markers | `0` |
| Period Utilization, post-route | `78.0%` |
| Min setup slack post-route | `1.08 ns` |
| Power Dens Cells | `353 nW/um^2` |
| Core Box Area | `31900 sq um` |
| Async set-or-reset flop fraction in the synthesized netlist | `4.56%` |
| Critical-path maximum fanout | `6` |
| Buffers on Ports | `42` |
| First-pass GRT wire length | `41200 microns` |
| Area Growth Syn to Fin | `13.4%` |
| Root buffer cell | `clkbuf_16` |
| Commonest flop | `edfxtp_1` |
| Detail Placement HPWL | `18200 microns` |
| Post-synth EDFFs | `272` |
| Num CTS Buffers | `31` |
| Maximum vdd ir drop | `0.242 mV` |
| Tool warnings | `41` |
| Die H | `183 microns` |
| CP Capture Type | `flop` |
| Tightest Pin Transition | `0.924 ns` |
| Pre-Repair DR Iteration Count | `6` |
| Slew Limit Fails | `0` |
| Hold WS | `0.752 ns` |
| Chip Width | `183 microns` |
| Share of cells above drive strength 1 | `12.5%` |
| M3 GR Usage | `6.05%` |
| Worst-path clk slew | `0.06 ns` |
| # Cells Yosys | `778` |
| RD Place Congestion | `0.955` |
| Most common logic cells in the final layout | `edfxtp_1 (272), nor2_1 (52), mux4_1 (44)` |
| Unrepaired setup endpoints after global routing | `no` |
| Vias | `7017` |
| Mapped Area | `13100 sq um` |
| Most used routing layer | `met1` |
| Avg Vias per Cell | `5.44` |
| Setup CP Type | `in -> reg` |
| Mean Syn Cell Area | `16.8 sq um` |
| DRT iter0 DRCs | `604` |
| Latency at later pin | `0.55 ns` |
| Routed Antenna Nets | `0` |
| Post-synthesis chip area from yosys | `13100 sq um` |
| CP required | `5.29 ns` |
| Post-place setup slack | `0.601 ns` |
| Grt ovf | `0` |
| Fin. Hold Viols | `0` |
| Final core occ | `46.6%` |
| H-tree levels | `1` |
| Worst hold path type | `reg -> reg` |
| # rows | `65` |
| Max frequency | `0.262 GHz` |
| Top Registers | `ram_0.memory: 128 flops, ram_1.memory: 128 flops` |
| # setup viols final | `0` |
| # fillers | `2750` |
| FP Util | `41.1%` |
| CP Launch Type | `input port` |
| CTS tree | `yes` |
| CP Data Arrival Time | `4.21 ns` |
| Yosys cell types | `62` |
| Leak Pwr | `5.03 nW` |
| Max-slew headroom | `38.2%` |
| GRT Total Usage | `17.5%` |
| Post-CTS Setup Bufs | `0` |
| Drt wl/cell | `20.2 microns` |
| Largest net degree at the start of global routing | `37` |
| Post-CTS resize count | `0` |
| Syn. warnings | `3` |
| M2 GR Usage | `25.8%` |
| Die area | `33400 sq um` |
## cells in the mapped netlist (13+ instances only)
| cell type | number | area (sq um) |
|---|---|---|
| edfxtp_1 | 272 | 8170 |
| nor2_1 | 52 | 195 |
| mux4_1 | 44 | 1160 |
| nand2_1 | 38 | 143 |
| mux4_2 | 36 | 811 |
| ha_1 | 33 | 413 |
| a21oi_1 | 31 | 155 |
| o21ai_0 | 30 | 150 |
| inv_1 | 28 | 105 |
| nor3_1 | 20 | 100 |
| nand2b_1 | 18 | 113 |
| buf_2 | 16 | 80.1 |
| dfrtp_1 | 13 | 325 |
## final timing paths
kind                                 from  depth (start not counted)            end
min in group asynchronous         reset_n                          1  result_out[1]
max                               wr_en_1                         15  result_out[6]
max reg2reg                opcode_temp[1]                         13  result_out[5]
min                        opcode_temp[2]                          2  result_out[0]
min reg2reg                opcode_temp[2]                          2  result_out[0]
max in group asynchronous         reset_n                          1  result_out[6]
## area by class of cell
cell class	count	area (sq um)	share of cell area, %
flip-flops and latches	285	8490	57.2
multi-input cells	424	4220	28.4
clock buffers	41	813	5.48
repair buffers	65	583	3.93
well taps	435	544	3.67
inverters	28	105	0.708
clock inverters	13	81.3	0.548
## critical path: stages
cell and delay (ns):
clkdlybuf4s50_1 0.46, nand2b_1 0.20, inv_1 0.15, nand2_1 0.21
ha_1 0.37, a21oi_1 0.04, o21ai_0 0.14, a21oi_1 0.09
fa_1 0.47, a211oi_1 0.25, nor2_1 0.09, o21ai_0 0.28
nand2b_1 0.12, xnor2_1 0.21, o221ai_1 0.16
## per-stage QoR
step / power, W / instance area (sq um) / std cells
2_1_floorplan: 0.00307 / 13100 / 778
3_3_place_gp: 0.00324 / 13900 / 1237
3_5_place_dp: 0.00324 / 13900 / 1237
4_1_cts: 0.00530 / 14800 / 1291
5_1_grt: 0.00545 / 14800 / 1291
6_report: 0.00524 / 14800 / 1291
## logic make-up (layout without fill, tap and decap cells)
logic type,after synthesis,in the layout,synth area share [%]
adder cells (fa/ha/maj),36,36,3.61
AND/OR/NAND/NOR,166,166,6.17
AND-OR/OR-AND,123,123,6.13
buffers and inverters,69,147,2.85
multiplexers,86,86,15.5
flip-flops,285,285,64.9
XOR/XNOR,13,13,0.870
## metal layers
metal,part of all wire [%],vias up
li1,-,3261
met1,43,3441
met2,46,279
met3,8.9,36
met4,1.7,0
met5,0,-
## power by group
group / switching (W) / leakage, nW / internal (W)
Combinational: 0.000240 / 1.98 / 0.000207
Clock: 0.000892 / 0.429 / 0.00116
Sequential: 0.0000168 / 2.62 / 0.00272
Total: 0.00115 / 5.03 / 0.00409
No activity file was given, so power comes from the tool's default toggle rates.
